===== design.v =====
module interrupt (
	input wire sys_rst_n,
	input wire sys_clk,
	input wire tier_wr_sel,
	input wire tisr_wr_sel,
	input wire [3:0] tim_pstrb,
	input wire [63:0] cnt,
	input wire [31:0] tim_pwdata,
	input wire [63:0] tcmp,
	input wire int_en,
	input wire int_st,
	output wire tim_int
	);
	wire int_set;
	wire int_clr;
	reg int_en_tmp;
	reg int_st_tmp;
	assign int_clr = tisr_wr_sel && ( tim_pwdata[0] == 1'b1) && tim_pstrb[0];
	assign int_set = (cnt == tcmp);
	always @(posedge sys_clk or negedge sys_rst_n)
	  begin
		  if(!sys_rst_n) begin
			  int_st_tmp <= 1'b0;
		  end
		  else begin
			  if(int_clr) begin
				  int_st_tmp <= 1'b0;
			  end
			  else begin
				  if(int_set) begin
					  int_st_tmp <= 1;
				  end
				  else
					  int_st_tmp <= int_st_tmp;
			  end
		  end
	  end
	 always @(posedge sys_clk or negedge sys_rst_n)
	   begin
		   if(!sys_rst_n) begin
			   int_en_tmp <= 1'b0;
		   end
		   else begin
			   if(tier_wr_sel) begin
				   int_en_tmp <= (tim_pstrb[0]) ? tim_pwdata[0] : int_en_tmp;
			   end
		   end
	   end
	 assign int_en  = int_en_tmp;
	 assign int_st  = int_st_tmp; 
	 assign tim_int = int_en & int_st;
	 endmodule

===== run.sh =====
#!/bin/bash
# OpenROAD 26Q1-2900-gdf79404cd8, Yosys 0.63+post, stock flow scripts
make -C /OpenROAD-flow-scripts/flow DESIGN_CONFIG=/design/flow/config.mk WORK_HOME=/design/flow/orfs finish

===== config.mk =====
export PLATFORM = sky130hd
export DESIGN_NAME = interrupt
export DESIGN_NICKNAME = interrupt
export VERILOG_FILES = /design/flow/design.v
export SDC_FILE = /design/flow/constraint.sdc
export NUM_CORES = 4
export LEC_CHECK = 1
export CORE_AREA = 10 10 87 87
export DIE_AREA = 0 0 97 97

===== constraint.sdc =====
current_design interrupt

set clk_period 1.2
set clk_io_pct 0.2

create_clock -name clk0 -period $clk_period [get_ports {sys_clk}]

set non_clock_inputs [all_inputs -no_clocks]
set_input_delay [expr $clk_period * $clk_io_pct] -clock clk0 $non_clock_inputs
set_output_delay [expr $clk_period * $clk_io_pct] -clock clk0 [all_outputs]

==> flow_summary.rst <==
Implementation results
======================

.. list-table::
   :header-rows: 1

   * - Metric
     - Value
   * - Result of the run
     - stopped before the end
   * - Chip Area, Yosys
     - approximately 780 um2
   * - Top cell type by total area after synthesis
     - xor2_1
   * - Seq cells post-synth
     - 2
   * - Async SR Flop Fraction
     - 1.00
   * - Failing step
     - 1_2_yosys
   * - Yosys Instances
     - 92
   * - Number of warning messages in the yosys log
     - 1
   * - Most popular library cell in the synthesized design by count
     - xor2_1
   * - Share of synthesized area occupied by flip-flops and latches
     - 0.0645
   * - Most instantiated cells after synthesis
     - xor2_1 (64), nor4_1 (17), nand4_1 (4)
   * - Yosys top cell area share
     - 0.723
   * - Flip-flops with a built-in enable
     - 0
   * - Distinct cells, synth
     - 9
   * - Tool Error
     - ERROR: Found 2 problems in 'check -assert'.
   * - Primary FF master, synth
     - dfrtp_1
   * - Cell area leaders
     - xor2_1 (72%), nor4_1 (14%), dfrtp_1 (6.5%)
-- kinds of logic after synthesis --
logic type,count (synthesis),synth area share
simple gates,24,0.189
compound gates,1,0.00968
flops,2,0.0645
mux,1,0.0145
xor+xnor,64,0.723
